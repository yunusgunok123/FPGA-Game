### ./run.sh
#!/bin/bash
# OpenROAD 26Q1-2900-gdf79404cd8, Yosys 0.63+post, stock flow scripts
make -C /OpenROAD-flow-scripts/flow DESIGN_CONFIG=/design/flow/config.mk WORK_HOME=/design/flow/orfs finish
### ./design.v
module CLK_10Hz(
		input wire CLK,
		output reg CLK_divided
);
reg[21:0] counter;
always @(posedge CLK) begin
		counter = counter + 22'b1;
		if (counter == 21'd2500000) begin
		CLK_divided <= ~CLK_divided;
		counter = 22'b0;
		end
end
endmodule
### ./constraint.sdc
current_design CLK_10Hz

set clk_period 6.7
set clk_io_pct 0.2

create_clock -name clk0 -period $clk_period [get_ports {CLK}]

set non_clock_inputs [all_inputs -no_clocks]
set_input_delay [expr $clk_period * $clk_io_pct] -clock clk0 $non_clock_inputs
set_output_delay [expr $clk_period * $clk_io_pct] -clock clk0 [all_outputs]
### ./config.mk
export PLATFORM = sky130hd
export DESIGN_NAME = CLK_10Hz
export DESIGN_NICKNAME = CLK_10Hz
export VERILOG_FILES = /design/flow/design.v
export SDC_FILE = /design/flow/constraint.sdc
export NUM_CORES = 4
export LEC_CHECK = 1
export CORE_AREA = 10 10 104 104
export DIE_AREA = 0 0 114 114
==> job_summary.md <==
### Flow metrics

| Metric | Value |
|---|---|
| Status | finished clean |
| H-tree levels | 1 |
| Data arrival time of the worst path | about 2900 ps |
| Diode insertion count for antenna repair | 0 |
| Crit path capture type | register |
| Final TNS setup | 0 ps |
| Starting DRC count in detailed routing | roughly 110 |
| Largest voltage drop on the vdd net | between 0.0001 and 0.00015 V |
| Leakage power figure | ~0.45 nW |
| Routed len/inst | about 10 um |
| Power share of the clock group | about two fifths |
| Hold Path Class | register to register |
| Number of synthesized flops with an enable pin | 1 |
| Largest net degree at the start of global routing | 14 |
| Number of register bits inferred by synthesis | 23 |
| Critical Path Slowest Stage Cell | sky130_fd_sc_hd__or4_2 |
| Number of global-route vias before repair | around 1000 |
| Die ar. | ~0.013 mm^2 |
| Yosys Instances | around 160 |
| Reg2Reg Launch Point | counter[0] |
| Sequential fraction of the synthesis area | around 34% |
| X dimension of the die | 114 um |
| Height of the chip | between 100 and 150 um |
| Placement Setup Slack | 3990 ps |
| Max cap viols | 0 |
| Area added between synthesis and finish | 10.4% |
| Net switching power figure | approximately 45 uW |
| Hold Path Cell Cnt | 1 |
| Commonest non-fill, non-tap cell in the layout | sky130_fd_sc_hd__dfxtp_1 |
| Share of flip-flops with an asynchronous set or reset after synthesis | 0% |
| Number of sinks on the clock net | 23 |
| Ratio of final minimum period to clock period | 40.7% |
| CP startpoint kind | register |
| Most common cell on crit path | sky130_fd_sc_hd__nand4_1 |
| Placement Cell Area | 0.00146 mm^2 |
| Hold Vio Cnt, Final | 0 |
| Post-route DRC | 0 |
| Critical path class | register to register |
| First-pass GRT wire length | roughly 4700 um |
| Rows | 34 |
| Buffer count from post-CTS setup fixing | 0 |
| Max-slew violation count | 0 |
| Critical-path cell list | ha_1, nand4_1, or4_2, o211ai_1, nand4_1, nor4_4, a21boi_0 |
| Grt total ovfl | 0 |
| I/O Buffers | 1 |
| Cell area after technology mapping | ~0.0014 mm^2 |
| Worst r2r dst | counter[1] |
| Number of primary I/O pins | 2 |
| Clock-pin transition on the worst setup and hold timing paths | ~90 ps |
| Net switching share of the total power | between 20% and 30% |
| Fraction of layout instances using a drive strength above 1 | a little under a tenth |
| Longest individual stage delay on the worst path | between 500 and 600 ps |
| Total power per unit cell area | ~150 mW/mm^2 |
| Via-per-instance ratio | around 4.2 |
| Comb power frac | 0% |
| Top cells excl fill/tap | sky130_fd_sc_hd__dfxtp_1, sky130_fd_sc_hd__xnor2_1, sky130_fd_sc_hd__nand3_1 |
| Endpoint with the worst hold slack | counter[21] |
| Worst Max-Slew Pin Slew | 563 ps |
| Cts bufs inserted | 3 |
| Vias | around 1100 |
| Area inside the core boundary | between 0.008 and 0.009 mm^2 |
| Flop-to-flop setup slack | slightly below 4000 ps |
| Required time of the critical path | 6820 ps |
| Synth top area share | about 32% |
| Worst Hold Slack | between 500 and 600 ps |
| Relative contribution of sequential cells to total power | 61.3% |
| R2r worst-path depth | 7 |
| Overall routed net length | approximately 2600 um |
| Maximum buffer depth of the clock tree | 2 |
| Setup clock skew after layout | between 6 and 7 ps |
| Global Route Usage Sum | just over 4% |
| Insertion delay of the later-clocked pin in the worst-skew pair | 260 ps |
| Max Clk Rate | roughly 0.37 GHz |
| Cell area leaders | sky130_fd_sc_hd__dfxtp_1, sky130_fd_sc_hd__xnor2_1, sky130_fd_sc_hd__nand4_1 |
| Number of standard cells in the final layout excluding fillers | around 260 |
| Routability-driven placement congestion ratio | between 0.8 and 0.9 |
| Dominant Register Cell | sky130_fd_sc_hd__dfxtp_1 |
| Cell Int Power | 179 uW |
| Setup repair after global routing missed its margin | false |
| Yosys-reported design area after synthesis | between 0.001 and 0.0015 mm^2 |
| Critical-path maximum fanout | 9 |
| Setup violations, final | 0 |
| Core utilization at floorplan | 15.7% |
| CTS tree | built |
| Dpl hpwl | 1980 um |
| Cell area after layout | roughly 0.0015 mm^2 |
| Count of mapped cells out of synthesis | roughly 160 |
| Min-Delay Startpoint | counter[21] |
| Setup ws final | roughly 4000 ps |
| Antenna violations before repair | 0 |
| Hold buffer count at CTS | 0 |
| Number of search-and-repair iterations in the first detailed-routing pass | 4 |
| Cell taking the most area after synthesis | sky130_fd_sc_hd__dfxtp_1 |
| Final critical delay including setup and external delays | ~2700 ps |
| Headroom to the max-slew limit | between 60% and 70% |
| CTS Root Cell | sky130_fd_sc_hd__clkbuf_8 |
| Post-cts sizing count | 0 |
| Placed Cells incl. Taps | 259 |
| Average cell area after synthesis | 8.59 um^2 |
| Number of distinct library cells after synthesis | approximately 44 |
| Remaining antenna violation count | 0 |
| Count of yosys warnings during synthesis | 2 |
| Tally of OpenROAD warnings | 26 |
-- routing by layer --
layer  GRT usage, %  up-vias  wire length, um
li1               -      575                -
met1           6.38      503             1430
met2           6.23       15             1110
met3          0.851        0               93
met4              0        0                0
met5              0        -                0
-- worst max-delay path: cells and delay by family (launching register included) --
kind / cells / cell delay, ps
compound gates: 2 / 330
fa+ha+maj: 1 / 360
flops: 1 / 450
simple gates: 4 / 1440
-- sequential cells by signal (all words and copies together) (netlist names) --
name	count
counter	22
CLK_divided	1
-- cells by family (layout without fill, tap and decap cells) --
group                    after synthesis  after routing  share of synthesized area, %
AND-OR/OR-AND                         27             27                          12.4
XOR/XNOR                              18             18                          11.5
adder cells (fa/ha/maj)                2              2                          1.83
buffers and inverters                 14             10                          4.95
flip-flops                            23             23                          34.5
multiplexers                           1              1                         0.733
AND/OR/NAND/NOR                       74             74                          34.1
-- power groups by stage --
| stage | Combinational [mW] | Clock, mW | Sequential, mW |
|---|---|---|---|
| after CTS | 0.000000235 | 0.0890 | 0.137 |
| after global routing | 0.000000235 | 0.0958 | 0.137 |
| final | 0.000000235 | 0.0866 | 0.137 |
-- synth_stat cells, drive strengths merged, types with 3 or more instances --
master	instances
a21oi	10
and3	3
and4	5
buf	8
dfxtp	22
inv	5
nand2	9
nand3	12
nand4	12
nor2	10
nor3	4
nor4	6
o21ai	6
xnor2	14
xor2	4
-- cell type report --
class                      count  area (um^2)
timing repair buffer           1         10.0
multi-input combinational    122          827
sequential                    23          470
fill                        1002         7170
clock buffer                   3         41.3
tap                          108          135
inverter                       5         18.8
clock inverter                 1         5.00
-- stage by stage --
stage                     power, mW  util (%)
after floorplan               0.141         -
after global placement        0.141      16.8
after detailed placement      0.141      16.8
after CTS                     0.226      17.4
after global routing          0.233      17.4
final                         0.224      17.4
-- how the worst max path moves through the flow --
stage                       from          to  slack, ps
after CTS             counter[0]  counter[1]       3980
after global routing  counter[0]  counter[1]       3780
final                 counter[0]  counter[1]       3970
Power figures rest on the tool's default switching activity, not on a simulated workload.
