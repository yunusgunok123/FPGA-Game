===== flow/run.sh =====
#!/bin/bash
# OpenROAD 26Q1-2900-gdf79404cd8, Yosys 0.63+post, stock flow scripts
make -C /OpenROAD-flow-scripts/flow DESIGN_CONFIG=/design/flow/config.mk WORK_HOME=/design/flow/orfs finish

===== flow/config.mk =====
export PLATFORM = sky130hd
export DESIGN_NAME = Find_coordinates
export DESIGN_NICKNAME = Find_coordinates
export VERILOG_FILES = /design/flow/design.v
export SDC_FILE = /design/flow/constraint.sdc
export NUM_CORES = 4
export LEC_CHECK = 1
export CORE_UTILIZATION = 40

===== flow/constraint.sdc =====
current_design Find_coordinates

set clk_period 6.9
set clk_io_pct 0.2

create_clock -name clk0 -period $clk_period [get_ports {CLK}]

set non_clock_inputs [all_inputs -no_clocks]
set_input_delay [expr $clk_period * $clk_io_pct] -clock clk0 $non_clock_inputs
set_output_delay [expr $clk_period * $clk_io_pct] -clock clk0 [all_outputs]

===== flow/design.v =====
module Find_coordinates(
	input wire [9:0] hc,
	input wire [9:0] vc,
	input wire [8:0] distance,
	input wire [3:0] angle,
	input wire CLK,
	output wire [9:0] entity_x,
	output wire [9:0] entity_y,
	output wire is_entity_in_pixel
	);	
	localparam offset_x = 160;  
	localparam d = 18;  
	wire [15:0] temp0 = 16'd45 * distance;
	wire [15:0] temp1 = 16'd59 * distance;
	wire [15:0] temp2 = 16'd24 * distance;
	reg [9:0] x;
	reg [9:0] y;
	assign entity_x = d - x + hc;
	assign entity_y = d - y + vc;
	assign is_entity_in_pixel = (hc >= x - d && hc < x + d && vc >= y - d && vc < y + d && y < y + d && y > y - d && x < x + d);
	always @(posedge CLK) begin	
		case(angle)
			4'd0,4'd4,4'd8,4'd12: begin
				y = (angle == 4'd4) ? 10'd239 -distance:
					(angle == 4'd12) ? 10'd239 + distance
					: 10'd239;
				x = (angle == 4'd0) ? 10'd239 + distance + offset_x :
					(angle == 4'd8) ? 10'd239 - distance + offset_x 
					: 10'd239 + offset_x;
			end
			4'd2,4'd6,4'd10,4'd14: begin
				y = (angle == 4'd2 || angle == 4'd6) ? 10'd239 - temp0[15:6]
				: 10'd239 + temp0[15:6];
				x = (angle == 4'd2 || angle == 4'd14) ? 10'd239 + temp0[15:6] + offset_x 
				: 10'd239 - temp0[15:6] + offset_x;	
			end
			default: begin
				y = (angle == 4'd1 || angle == 4'd7) ? 10'd239 - temp2[15:6]:
					(angle == 4'd9 || angle == 4'd15) ? 10'd239 + temp2[15:6]:
					(angle == 4'd3 || angle == 4'd5) ? 10'd239 - temp1[15:6]:
					10'd239 + temp1[15:6];
				x = (angle == 4'd1 || angle == 4'd15) ? 10'd239 + temp1[15:6] + offset_x:
					(angle == 4'd7 || angle == 4'd9) ? 10'd239 - temp1[15:6] + offset_x:
					(angle == 4'd3 || angle == 4'd13) ? 10'd239 + temp2[15:6] + offset_x:
					10'd239 - temp2[15:6] + offset_x;
			end
		endcase
	end
endmodule

==> flow_metrics.py <==
# Synthesis and PnR figures
metrics = {
    "status": {
        "outcome": "finished clean",
    },
    "logic_synthesis": {
        "top_cell": "ha_1",
        "synth-edff-count": 0,
        "ys_warn_count": 1,
        "topCellsByArea": "ha_1 26%, xnor2_1 8.3%, fa_1 7.4%, inv_1 6.6%, a21oi_1 4.9%",
        "ys_cells": 1072,
        "ys_area_sq_mm": 0.00836,
        "synth_seq_share_pct": 4.79,
        "async_reset_ff_share_pct": 0,
        "flop_cell": "dfxtp_1",
        "syn_area_sq_mm": 0.00836,
        "synthCells": 1072,
        "ys_ff": 20,
        "common_cells": "174 x ha_1, 147 x inv_1, 82 x a21oi_1",
        "synth_top_area_share_pct": 26.0,
        "yosysTopAreaCell": "ha_1",
        "syn_area_per_cell_sq_um": 7.80,
        "yosysUniqueCellTypes": 96,
    },
    "cells_and_area": {
        "comb_area_sq_mm": 0.00723,
        "n_fill_cell": 2069,
        "final_cell_area_sq_mm": 0.00930,
        "stdcell_count": 1385,
        "drive_gt1_share_pct": 5.92,
        "regArea_sq_um": 400,
        "area_growth_pct": 11.2,
    },
    "global_route": {
        "antenna_found_initial": 1,
        "grt_use_met1_pct": 31.0,
        "grt_util_met2_pct": 36.5,
        "grt_pass1_vias": 7207,
        "grt.busiest_layer": "met2",
        "grt_use_met3_pct": 1.66,
        "overflow": 0,
        "grt_pass1_wl_um": 36800,
        "grt_max_degree": 50,
        "gr-usage-all-layers_pct": 21.8,
    },
    "timing": {
        "slew_viol_final": 0,
        "whs_ns": 1.97,
        "hold_viol_final": 0,
        "relSlewSlack_pct": 47.7,
        "fin_crit_sh_pct": 94.1,
        "setup_viol": 0,
        "worstMarginPinSlew_ns": 0.781,
        "setup_tns_ns": 0,
        "rsz0062_at_grt": "false",
        "fin_crit_ns": 6.49,
        "max_freq_mhz": 154,
    },
    "route": {
        "drc": 0,
        "routed_wl_um": 22100,
        "drtAntennaViolNets": 0,
        "diodes": 0,
        "drt-initial-drc-count": 341,
        "wl_per_cell_um": 16.0,
        "via_per_inst": 5.42,
        "vias": 7506,
        "drt-pass1-iter-count": 5,
    },
    "critical_path": {
        "end_kind": "register",
        "crit_type": "in2reg",
        "startpoint_type": "input port",
        "worstPathArrival_ns": 6.67,
        "cp.required_ns": 7.08,
        "path_max_fanout": 8,
    },
    "die": {
        "fp.dieH_um": 147,
        "num_io_pins": 55,
        "row_count": 52,
        "initCoreUtil_pct": 41.1,
        "die_w_um": 147,
        "core_sq_mm": 0.0204,
        "die-area_sq_mm": 0.0215,
    },
    "clock_network": {
        "cts_inserted_buffers": 3,
        "clock_sinks": 20,
        "clk_pin_slew_ns": 0.06,
        "postCtsHoldBufs": 0,
        "cts_buffer_depth": 2,
        "post_cts_buffers": 0,
        "clockRootBuffer": "clkbuf_16",
        "cts_tree": "yes",
        "h-tree-depth": 1,
        "post_cts_resized": 0,
    },
    "hold_path": {
        "min_path_type": "in2reg",
    },
    "placed_design": {
        "dpl.cell_count": 1381,
        "routabilityCongestion": 0.970,
        "dpl.hpwl_um": 19000,
        "port_buffers": 54,
        "placed_area_sq_mm": 0.00921,
    },
    "power": {
        "p_int_uw": 1830,
        "power_density_mw_per_mm2": 403,
        "ir_drop_v": 0.000156,
        "power_uw": 3740,
        "leakage_uw": 0.00434,
        "seq_power_share_pct": 7.3,
        "switching_power_uw": 1920,
        "switching_share_pct": 51.2,
        "comb_power_share_pct": 89.2,
        "power.share.clock_pct": 3.5,
    },
    "flow_run": {
        "drv_cap": 0,
        "warnings": 61,
    },
}
routing by layer:
| layer | wire length [um] | vias up | share of wire (%) |
|---|---|---|---|
| met4 | 582 | 0 | 2.6 |
| met2 | 10200 | 180 | 46 |
| met1 | 10400 | 3419 | 47 |
| met5 | 0 | - | 0 |
| met3 | 961 | 37 | 4.3 |
| li1 | - | 3870 | - |
cells by family (layout without fill, tap and decap cells):
logic type | Yosys count | count (layout) | synth area share, %
muxes | 7 | 7 | 0.883
AOI/OAI and AO/OA | 300 | 300 | 24.3
and+or+nand+nor | 242 | 242 | 14.5
buffers and inverters | 183 | 226 | 8.71
DFF | 20 | 20 | 4.79
adders and majority gates | 205 | 205 | 33.5
xor gates and xnor gates | 115 | 115 | 13.4
metrics by stage:
stage,util [%],setup slack (ns)
floorplan,-,1.23
global placement,45.2,0.300
detailed placement,45.2,0.161
CTS,45.7,0.427
global route,45.7,0.0734
finish,45.7,0.405
final timing paths:
path	startpoint	endpoint	slack [ns]	cells after the start
min	angle[0]	y[6]	1.97	3
max	distance[1]	y[6]	0.41	21
worst max-delay path, cell delays in order:
cell and delay (ns):
clkdlybuf4s50_1 0.65, inv_1 0.19, ha_1 0.36, ha_1 0.30, inv_1 0.05, fa_1 0.52, inv_1 0.04, ha_1 0.28
a41o_1 0.26, a21oi_4 0.31, o21bai_1 0.12, xnor2_1 0.16, ha_1 0.25, and2_1 0.19, nand4_1 0.10, a2bb2oi_1 0.07
a311oi_1 0.52, nand2_1 0.22, a41o_1 0.25, or3_1 0.30, a21oi_1 0.15
power by group through the flow:
stage / registers, uW / logic, uW / clock network (uW)
after global routing: 287 / 3790 / 138
after CTS: 272 / 3360 / 132
final: 272 / 3340 / 131
sequential cells by signal, summed over array words and instances (netlist names):
signal and cells:
x 10, y 10
final cells by class:
cell class / count / share of cell area, %
timing repair buffer: 71 / 7.19
multi-input combinational: 869 / 77.8
tap: 270 / 3.63
clock buffer: 4 / 0.956
sequential: 20 / 4.31
inverter: 151 / 6.12
placed cells by master (no fill, tap or decap), types with 8 or more instances in the layout:
cell               n
inv_1            147
nand2_1           69
xnor2_1           79
nor2b_1            8
o21bai_1           8
o211ai_1          12
nand4_1           10
buf_4             17
xor2_1            27
nor2_1            63
nor3_1            14
o221ai_1           8
a21o_1            14
nand3_1           21
dfxtp_1           20
o22ai_1           10
a31oi_1            8
fa_1              31
ha_1             174
nand2b_1          11
clkdlybuf4s50_1   54
o21ai_0           64
a21oi_1           82
a211oi_1           8
Power figures rest on the tool's default switching activity, not on a simulated workload.
