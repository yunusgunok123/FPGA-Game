===== /design/flow/run.sh =====
#!/bin/bash
# OpenROAD 26Q1-2900-gdf79404cd8, Yosys 0.63+post, stock flow scripts
make -C /OpenROAD-flow-scripts/flow DESIGN_CONFIG=/design/flow/config.mk WORK_HOME=/design/flow/orfs finish

===== /design/flow/config.mk =====
export PLATFORM = sky130hd
export DESIGN_NAME = Score_init
export DESIGN_NICKNAME = Score_init
export VERILOG_FILES = /design/flow/design.v
export SDC_FILE = /design/flow/constraint.sdc
export NUM_CORES = 4
export LEC_CHECK = 1
export CORE_UTILIZATION = 50

===== /design/flow/constraint.sdc =====
current_design Score_init

set clk_period 25.2
set clk_io_pct 0.2

create_clock -name clk0 -period $clk_period

set non_clock_inputs [all_inputs -no_clocks]
set_input_delay [expr $clk_period * $clk_io_pct] -clock clk0 $non_clock_inputs
set_output_delay [expr $clk_period * $clk_io_pct] -clock clk0 [all_outputs]

===== /design/flow/design.v =====
module Score_init(
    input [16:0] score,     
    output wire [3:0] digit4,  
    output wire [3:0] digit3,  
    output wire [3:0] digit2,  
    output wire [3:0] digit1,  
    output wire [3:0] digit0   
);
    wire [16:0] sub_score1, sub_score2, sub_score3, sub_score4;
    assign digit4 = (score >= 90000) ? 9 :
                    (score >= 80000) ? 8 :
                    (score >= 70000) ? 7 :
                    (score >= 60000) ? 6 :
                    (score >= 50000) ? 5 :
                    (score >= 40000) ? 4 :
                    (score >= 30000) ? 3 :
                    (score >= 20000) ? 2 :
                    (score >= 10000) ? 1 : 0;
    assign sub_score1 = score - digit4 * 10000;
    assign digit3 = (sub_score1 >= 9000) ? 9 :
                    (sub_score1 >= 8000) ? 8 :
                    (sub_score1 >= 7000) ? 7 :
                    (sub_score1 >= 6000) ? 6 :
                    (sub_score1 >= 5000) ? 5 :
                    (sub_score1 >= 4000) ? 4 :
                    (sub_score1 >= 3000) ? 3 :
                    (sub_score1 >= 2000) ? 2 :
                    (sub_score1 >= 1000) ? 1 : 0;
    assign sub_score2 = sub_score1 - digit3 * 1000;
    assign digit2 = (sub_score2 >= 900) ? 9 :
                    (sub_score2 >= 800) ? 8 :
                    (sub_score2 >= 700) ? 7 :
                    (sub_score2 >= 600) ? 6 :
                    (sub_score2 >= 500) ? 5 :
                    (sub_score2 >= 400) ? 4 :
                    (sub_score2 >= 300) ? 3 :
                    (sub_score2 >= 200) ? 2 :
                    (sub_score2 >= 100) ? 1 : 0;
    assign sub_score3 = sub_score2 - digit2 * 100;
    assign digit1 = (sub_score3 >= 90) ? 9 :
                    (sub_score3 >= 80) ? 8 :
                    (sub_score3 >= 70) ? 7 :
                    (sub_score3 >= 60) ? 6 :
                    (sub_score3 >= 50) ? 5 :
                    (sub_score3 >= 40) ? 4 :
                    (sub_score3 >= 30) ? 3 :
                    (sub_score3 >= 20) ? 2 :
                    (sub_score3 >= 10) ? 1 : 0;
    assign sub_score4 = sub_score3 - digit1 * 10;
    assign digit0 = sub_score4;
endmodule

==> reports/metrics.yaml <==
drt:
  viasPerCell: 5.75
  wl_per_cell_um: 14.5
  vias: 3867
  num_antenna_cells: 0
  final_antenna_net_count: 0
  drc: 0
  drtIter0Drc: 182
  drtPass1Iterations: 4
  drt-total-wl_um: 9790
floorplan:
  ios: 37
  die_height_um: 90.2
  initCoreUtil_pct: 52.8
  chip_area_um2: 8140
  fp.dieW_um: 90.2
  fp-row-count: 31
  core_um2: 7370
final_layout:
  final.fill_count: 652
  clkbuf_count: 0
  stdcell_count: 673
  layout.area.comb_um2: 3710
  n_sequential_cell: 0
  final_cell_mix: "ha_1 (67), inv_1 (60), a21oi_1 (39)"
  area_growth_pct: 17.4
  fin_area_um2: 4570
  layout-drive-gt1-share_pct: 11.7
  final_common_cell: "ha_1"
  seq_area_um2: 0
synth:
  synth_cell_types: 71
  syn_avg_cell_area_um2: 7.29
  fa_ha_area_share_pct: 30.3
  ys_sh_xor_pct: 10.7
  compound_area_share_pct: 29.4
  mux_area_share_pct: 0.611
  ys_seq_share_pct: 0
  ys_warn_count: 0
  top_logic_kind: "adder cells"
  ys_chip_area_um2: 3890
  syn_area_um2: 3890
  yosysCellCount: 534
  simple_gate_share_pct: 21.1
  syn_inst: 534
setup_path:
  worstSetupPathType: "in2out"
  cpLargestDelayFamily: "adder cells"
  arrival_ps: 19250
  required_ps: 20160
  cpPeakStageDelay_ps: 540
  start_kind: "primary input"
  slowest_stage: "or4_4"
  path_buffers: 11
  critPathCaptureType: "output port"
  crit_fanout: 5
global_routing:
  grt_max_degree: 12
  grt_usage_pct: 25.0
  grt_overflow: 0
  grt_pass1_vias: 3492
  grt_pass1_wl_um: 16700
  antenna_found_initial: 0
timing:
  finalHoldViolCount: 0
  fmaxAchievable_ghz: 0.0412
  timing.hold.ws_ps: 10080
  finalClockPeriodUsage_pct: 96.4
  tightestPinTransition_ps: 766
  report.final.slew_viol_count: 0
  setup_tns_ps: 0
  period_minus_slack_ps: 24290
  relSlewSlack_pct: 48.4
  grt_setup_unrepaired: "no"
  finalSetupViolations: 0
run:
  tool_warnings: 43
  drv_cap: 0
place:
  dp.final_hpwl_um: 8190
  placed_cell_area_um2: 4410
  gp_congestion: 0.880
  numPortBuffers: 35
  dp.cells: 669
run_status:
  status: "completed"
hold_path:
  hp-class: "in2out"
## logic make-up (layout without fill, tap and decap cells)
logic type                 count (synthesis)  count (layout)
muxes                                      2               2
adders and majority gates                 86              86
AOI/OAI and AO/OA                        166             166
xor gates and xnor gates                  46              46
buffers and inverters                     75             115
and+or+nand+nor                          159             159
## per-layer routing
layer  routed length (um)  up-vias  track usage [%]
li1                     -     2027                -
met1                 4880     1755             38.7
met2                 4440       76             40.8
met3                  367        9            0.859
met4                   99        0             1.75
met5                    0        -                0
## path summary, 6_finish.rpt
check	startpoint	endpoint	slack [ps]	cells after the start
max	score[9]	digit0[3]	910	62
min	score[0]	digit0[0]	10080	0
## final cells by class
class              instances  area share, %
multi-input cells        459           81.2
repair buffers            55           11.1
inverters                 60           4.93
well taps                 99           2.71
## cells in the mapped netlist, drive strengths merged, types with 3 or more instances
cell      n  share of area, %
nor3     15               2.1
o21ai    26               3.3
ha       68                22
and2      4              0.71
inv      60               5.8
or3       3              0.48
a41oi     3              0.87
a21oi    40               5.1
clkbuf    9              0.90
xnor2    24               5.6
nand2    34               3.3
xor2     22               5.1
nor2b     8               1.3
nand3    17               2.2
nor3b     4              0.90
o211ai   13               2.5
nand4     4              0.64
fa       15               7.7
a31oi     9               1.4
o21bai    7               1.4
buf       6               1.2
maj3      3              0.77
nor4      8               1.4
o21a     12               2.3
a22oi     3              0.58
a31o      3              0.68
a2111oi   3              0.68
or2       8               1.3
a211oi    5              0.96
and3      5              0.80
a21o     13               2.5
o31ai     5               1.4
nand2b    5              0.80
nor2     37               3.6
a221oi    3              0.68
## what timing repair did
| item | CTS | global route |
|---|---|---|
| buffers inserted | 0 | 4 |
| setup endpoints to repair | 1 | 7 |
| hold buffers | 0 | 0 |
| pin swaps | 0 | 10 |
| gates resized | 1 | 30 |
## through the flow
step / utilization, % / worst slack (ps)
floorplan: - / 1960
finish: 62.0 / 909
detailed placement: 59.8 / 6.14
CTS: 59.8 / 15.0
global route: 62.0 / 3.22
global placement: 59.8 / 245
