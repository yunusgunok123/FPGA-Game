File: ./run.sh
#!/bin/bash
# OpenROAD 26Q1-2900-gdf79404cd8, Yosys 0.63+post, stock flow scripts
make -C /OpenROAD-flow-scripts/flow DESIGN_CONFIG=/design/flow/config.mk WORK_HOME=/design/flow/orfs finish
File: ./config.mk
export PLATFORM = sky130hd
export DESIGN_NAME = Level_typer
export DESIGN_NICKNAME = Level_typer
export VERILOG_FILES = /design/flow/design.v
export SDC_FILE = /design/flow/constraint.sdc
export NUM_CORES = 4
export LEC_CHECK = 1
export CORE_AREA = 10 10 70 70
export DIE_AREA = 0 0 80 80
File: ./constraint.sdc
current_design Level_typer

set clk_period 2.3
set clk_io_pct 0.2

create_clock -name clk0 -period $clk_period [get_ports {CLK}]

set non_clock_inputs [all_inputs -no_clocks]
set_input_delay [expr $clk_period * $clk_io_pct] -clock clk0 $non_clock_inputs
set_output_delay [expr $clk_period * $clk_io_pct] -clock clk0 [all_outputs]
File: ./design.v
module Level_typer(
				input wire [4:0] current_level,
				input wire on,
				output wire[6:0] HEX0,
				output wire [6:0] HEX1,
				output wire[6:0] HEX4,
				output wire [6:0] HEX5,
				input wire CLK
);
reg [4:0] LSB;
reg [4:0] temp;
always @(posedge CLK) begin
    temp = current_level;
    if (temp >= 5'd30) temp = temp - 5'd30;
    else if (temp >= 5'd20) temp = temp - 5'd20;
	 else if (temp >= 5'd10) temp = temp - 5'd10; 
    LSB = temp;
end
assign HEX0 = (LSB == 5'd1) ? 7'b1111001:
				  (LSB == 5'd2) ? 7'b0100100:
				  (LSB == 5'd3) ? 7'b0110000:
				  (LSB == 5'd4) ? 7'b0011001:
				  (LSB == 5'd5) ? 7'b0010010:
				  (LSB == 5'd6) ? 7'b0000010:
				  (LSB == 5'd7) ? 7'b1111000:
				  (LSB == 5'd8) ? 7'b0000000:
				  (LSB == 5'd9) ? 7'b0010000:
				  7'b1000000;
assign HEX1 = (~on) ? 7'b1111111 :
				(current_level < 5'd10) ? 7'b1000000:
				(current_level < 5'd20) ? 7'b1111001:
				(current_level < 5'd30) ? 7'b0100100:
				 7'b0110000;
assign HEX4 = (on) ? 7'b1000001 : 7'b1111111;
assign HEX5 = (on) ? 7'b1000111 : 7'b1111111;
endmodule
==> out/results.md <==
| Parameter | Value |
| --- | --- |
| Highest cell delay on the worst timing path | 400 ps |
| Cell Chain, Critical Path | dlygate4sd2_1 -> buf_6 -> ha_1 -> and2_4 -> o21a_1 -> clkdlybuf4s50_1 |
| Cell with the largest stage delay on the worst path | clkdlybuf4s50_1 |
| Worst hold path class | input pin to flop |
| Global placement routability congestion | 0.796 |
| Routed len/inst | 10.7 um |
| Combined global-route utilization of all metal layers | 5.04% |
| Area leader share | 16.5% |
| Number of standard cells reported by yosys | 88 |
| Instance area after placement | 998 sq um |
| Number of clock sinks | 5 |
| Number of storage elements in the synthesis netlist | 5 |
| Max-cap violations | 0 |
| Growth of design area from synthesis to finish | 64.2% |
| Root buffer cell | clkbuf_4 |
| Storage element area | 100 sq um |
| Number of global-route vias before repair | 651 |
| Number of optimization iterations in the first detailed-route pass | 4 |
| Area of the core | 0.00342 sq mm |
| Required time of the critical path | 1840 ps |
| Final Hold Slack | 708 ps |
| Final Max Slew Viols | 0 |
| Maximum resistive drop on vdd | 0.000121 V |
| Post-Syn Area | 682 sq um |
| Die width | 80 um |
| Dpl hpwl | 1470 um |
| Hold Fails Final Rpt | 0 |
| Dominant Register Cell | dfxtp_1 |
| Antenna violations before repair | 0 |
| Number of buffers created by CTS | 3 |
| Final worst path period share | 97.2% |
| Number of vias after detailed routing | 694 |
| Summed area of non-filler cells in the final layout | 0.00112 sq mm |
| Number of buffers on the longest clock path | 2 |
| Worst Setup End Kind | output pin |
| Number of fillers in the final layout | 349 |
| Starting utilization of the core area | 20.0% |
| ANT nets after route | 0 |
| Count of different cell masters after synthesis | 37 |
| Most used standard cells in the synthesized netlist | buf_4 (15), inv_1 (7), a21oi_1 (6), ha_1 (6), dfxtp_1 (5) |
| Cell Rows | 21 |
| Post-DR vias/cell | 3.99 |
| Ant. Diodes | 0 |
| Yosys Chip Area | 682 sq um |
| Footprint of the multi-input gates | 457 sq um |
| Maximum clock frequency | 447 MHz |
| Launching element type of the critical path | input pin |
| Full die area | 0.00640 sq mm |
| Number of design-rule violations left by the first detailed-router iteration | 5 |
| Sequential element share of the synthesized area | 14.7% |
| Synthesized instance count | 88 |
| Number of flip-flops in the largest register | 5 |
| Setup violation total in the final timing report | 0 |
| Minimum clock period after layout | 2240 ps |
| Power density cells | 361 mW/mm^2 |
| Area leader, netlist | buf_4 |
| Fraction of registers with async set or reset after synthesis | 0% |
| Maximum number of pins on one net before global-route repair | 10 |
| Lkg Pwr | 0.501 nW |
| Wire length of the first global-routing pass | 2800 um |
| Outcome | finished clean |
| Mean area per synthesized cell | 7.75 sq um |
| Data arrival time of the critical path | 1780 ps |
| Number of warning messages in the logs | 29 |
| Number of flops mapped to enable cells by yosys | 0 |
| Total gr overflow | 0 |
| Vertical die size | 80 um |
| Crit path max fanout | 5 |
| Total routed wirelength | 1860 um |
| Most area-consuming cells after synthesis | buf_4 (17%), dfxtp_1 (15%), ha_1 (11%) |
| Worst Setup Path Type | input pin to output pin |
| Post-cts hold-fix buffer tally | 0 |
| Warnings from Yosys | 1 |
| Unrepaired setup endpoints after global routing | no |
| Most frequently used cell type in the post-synthesis netlist | buf_4 |
| CTS H-Tree Depth | 1 |
| Count of unresolved DRC violations after routing | 0 |
| Clock-pin slew of the registers on the worst-case setup and hold paths | 40 ps |
| I/O pin count | 35 |
| Clock tree from TritonCTS | built |
| Fraction of layout cells with a size suffix above 1 | 29.7% |
| IO buf count | 28 |
[power breakdown]
group / switching [W] / total [W] / internal [W] / leakage (nW)
combinational: 0.0000676 / 0.000194 / 0.000126 / 0.444
clock: 0.0000324 / 0.0000977 / 0.0000654 / 0.0150
sequential: 0.0000158 / 0.000113 / 0.0000976 / 0.0422
total: 0.000116 / 0.000405 / 0.000289 / 0.501
[worst max-delay path, delay by kind of cell]
kind	cells	cell delay [ps]
simple gates	1	160
compound gates	1	160
fa+ha+maj	1	200
buf+inv	3	790
[logic make-up (layout without fill, tap and decap cells)]
group | after synthesis | after routing | share of synthesized area, %
fa+ha+maj | 6 | 6 | 11.0
compound gates | 23 | 23 | 25.9
xor+xnor | 3 | 3 | 3.85
other cells | 1 | 6 | 0.550
buf+inv | 27 | 62 | 24.6
flops | 5 | 5 | 14.7
simple gates | 23 | 23 | 19.5
[final timing paths]
check	cells after the start	slack (ps)	end	start
hold / removal	3	710	LSB[1]	current_level[1]
setup / recovery	6	60	HEX1[4]	current_level[1]
[stage by stage]
stage | TNS, ps | setup WS (ps) | util [%] | std cells | power, W
after floorplan | 0 | 609 | - | 93 | 0.000207
after global placement | -1040 | -245 | 29.2 | 161 | 0.000291
after detailed placement | -1100 | -263 | 29.2 | 161 | 0.000293
after CTS | 0 | 17.2 | 32.5 | 174 | 0.000410
after global routing | 0 | 1.36 | 32.8 | 174 | 0.000432
final | 0 | 63.8 | 32.8 | 174 | 0.000405
[metal layers]
layer | vias to the layer above | track usage (%) | share of wire, %
li1 | 359 | - | -
met1 | 314 | 6.56 | 45
met2 | 19 | 8.35 | 48
met3 | 2 | 1.25 | 6.9
met4 | 0 | 0.704 | 0.16
met5 | - | 0 | 0
[layout by cell type, fill, tap and decap left out, types with 2 or more instances in the layout]
| cell | instances |
|---|---|
| nor2_1 | 2 |
| clkbuf_4 | 3 |
| o211ai_1 | 2 |
| buf_6 | 2 |
| nand2_1 | 2 |
| a21oi_1 | 6 |
| nor2b_1 | 2 |
| a211oi_2 | 3 |
| conb_1 | 6 |
| nand2b_1 | 2 |
| o21ai_1 | 2 |
| and2_4 | 2 |
| dlygate4sd2_1 | 5 |
| ha_1 | 5 |
| nand3_1 | 3 |
| inv_1 | 7 |
| xnor2_1 | 2 |
| clkdlybuf4s50_1 | 22 |
| buf_4 | 20 |
| dfxtp_1 | 5 |
| or2_1 | 2 |
[final cells by class]
| type | count | share of cell area [%] |
|---|---|---|
| well taps | 46 | 5.14 |
| multi-input cells | 61 | 40.8 |
| clock buffers | 4 | 2.35 |
| flip-flops and latches | 5 | 8.94 |
| repair buffers | 50 | 40.1 |
| inverters | 8 | 2.68 |
[timing repair]
item | CTS | global route
resized | 12 | 3
setup endpoints to repair | 5 | 3
pin swaps | 4 | 1
setup buffers | 9 | 0
hold endpoints to repair | 0 | 0
Power figures rest on the tool's default switching activity, not on a simulated workload.
