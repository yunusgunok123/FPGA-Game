[design.v]
module Health_bar(
	input wire [9:0] x,
	input wire [9:0] y,
	input wire CLK,
	input wire is_enemy_in_pixel,
	input wire [3:0] enemy_type,
	input wire [7:0] enemy_health,
	input wire enemy_active,
	output reg [3:0] pixel
	);	
localparam health_bar_width = 32;
localparam health_bar_height = 3;
localparam d = 2;
wire is_bar_in_pixel = is_enemy_in_pixel & enemy_active & (health_bar_width > x  & d <= x & health_bar_height > y  & 10'd0 <= y);
always @(posedge CLK) begin
	if(is_bar_in_pixel)begin
		case(enemy_type)
		4'd0: begin
			if((x - 10'd2) >> 2 <= enemy_health) pixel = 4'd6;
			else pixel = 4'd2;
		end
		4'd1: begin
			if((x - 10'd2) >> 3 <= enemy_health) pixel = 4'd6;
			else pixel = 4'd2;
		end
		4'd2: begin
			if((x-10'd2) <= enemy_health) pixel = 4'd6;
			else pixel = 4'd2;
		end
		4'd3: begin
			if((x - 10'd2) << 2 <= enemy_health) pixel = 4'd6;
			else pixel = 4'd2;
		end
		endcase
	end
	else pixel = 4'd0;
end	
endmodule
[run.sh]
#!/bin/bash
# OpenROAD 26Q1-2900-gdf79404cd8, Yosys 0.63+post, stock flow scripts
make -C /OpenROAD-flow-scripts/flow DESIGN_CONFIG=/design/flow/config.mk WORK_HOME=/design/flow/orfs finish
[constraint.sdc]
current_design Health_bar

set clk_period 3.1
set clk_io_pct 0.2

create_clock -name clk0 -period $clk_period [get_ports {CLK}]

set non_clock_inputs [all_inputs -no_clocks]
set_input_delay [expr $clk_period * $clk_io_pct] -clock clk0 $non_clock_inputs
set_output_delay [expr $clk_period * $clk_io_pct] -clock clk0 [all_outputs]
[config.mk]
export PLATFORM = sky130hd
export DESIGN_NAME = Health_bar
export DESIGN_NICKNAME = Health_bar
export VERILOG_FILES = /design/flow/design.v
export SDC_FILE = /design/flow/constraint.sdc
export NUM_CORES = 4
export LEC_CHECK = 1
export CORE_AREA = 10 10 75 75
export DIE_AREA = 0 0 85 85
==> README.md <==
| Step | Result | Reported |
| --- | --- | --- |
| floorplanning | Number of placement rows | 23 |
| sta | Final hold slack | 0.4687 ns |
| sta | Slack of the critical path | 0.1039 ns |
| floorplanning | Top-level port count | 39 |
| detailed routing | DR iter-0 viols | 37 |
| yosys | Number of flip-flops and latches in the synthesized netlist | 2 |
| job | Max-cap violations | 0 |
| critical path | Startpoint-to-endpoint class of the critical path | input pin to flop |
| sta | Setup-failing EPs final | 0 |
| place | Routability-driven placement congestion ratio | 0.8989 |
| global routing | Initial antenna violation count | 0 |
| clock tree | Insertion delay at the late pin of the worst-skew pair | 0.21 ns |
| yosys | Chip area estimate from yosys synthesis | 982.2 um^2 |
| place | Number of I/O port buffers | 36 |
| hold path | Min-delay worst type | flop to flop |
| yosys | Sequential area share after synthesis | 4.076% |
| clock tree | Number of buffers inserted during clock tree synthesis | 3 |
| clock tree | Number of H-tree levels | 1 |
| floorplanning | Die x size | 85 um |
| critical path | Worst reg2reg startpoint | pixel[2]$_SDFFE_PN0P_ |
| global routing | Overall global routing resource usage | 8.353% |
| yosys | Biggest area cells | sky130_fd_sc_hd__ha_1 (38%), sky130_fd_sc_hd__inv_1 (5.4%), sky130_fd_sc_hd__dfxtp_1 (4.1%), sky130_fd_sc_hd__a21oi_1 (3.6%), sky130_fd_sc_hd__xor2_1 (3.6%) |
| clock tree | CTS tree | done |
| critical path | Endpoint type of the worst setup path | flop |
| detailed routing | DRC violations left | 0 |
| place | Pre-CTS worst setup slack | -0.4463 ns |
| cells and area | Number of fillers in the final layout | 399 |
| global routing | Aggregate global routing overflow | 0 |
| global routing | First-pass GRT wire length | 5209 um |
| yosys | Synth top area share | 38.22% |
| status | Status | finished clean |
| critical path | Critical Path Start Type | input pin |
| sta | Setup repair after global routing missed its margin | yes |
| clock tree | Buffer levels on the longest clock path | 2 |
| power | Reported leakage power | 0.7794 nW |
| critical path | Data arrival time of the worst path | 3.13 ns |
| power | Max VDD drop | 144.4 uV |
| yosys | Average footprint of a synthesized cell | 8.117 um^2 |
| yosys | Synth warnings | 1 |
| sta | Final slew viol count | 0 |
| critical path | Data required time at the worst endpoint | 3.23 ns |
| sta | Final clock skew | 0 ns |
| clock tree | Hold Buf Count CTS | 0 |
| floorplanning | Die footprint | 7225 um^2 |
| detailed routing | Post-DR wirelength/cell | 13.17 um |
| yosys | Commonest register cell after synthesis | sky130_fd_sc_hd__dfxtp_1 |
| sta | Number of failing hold endpoints at the final stage | 0 |
| detailed routing | Routed vias | 1108 |
| floorplanning | Fp util | 24.21% |
| place | DP HPWL | 2722 um |
| detailed routing | Antenna-violating nets left | 0 |
| cells and area | Max FFs per register | 2 |
| critical path | Worst-path fanout max | 3 |
| cells and area | Synth-to-layout area growth | 73.50% |
| yosys | Unique cell types | 39 |
| detailed routing | TritonRoute pass-1 iters | 4 |
| detailed routing | Number of antenna diodes | 0 |
| detailed routing | Sum of routed wire length over all layers | 3055 um |
| critical path | Crit path capture | pixel[2]$_SDFFE_PN0P_ |
| yosys | Cell total in the yosys stat output | 121 |
| floorplanning | Die outline height | 85 um |
| clock tree | CTS sink cnt | 2 |
| floorplanning | Placeable Area | 4058 um^2 |
| critical path | Setup slack, reg-to-reg | 2.42 ns |
| critical path | Number of cells traversed by the worst register-to-register path | 2 |
| power | Total power divided by cell area | 198.7 nW/um^2 |
| yosys | Post-synth EDFFs | 0 |
| detailed routing | Vias/cell | 4.776 |
| yosys | Mapped Cells | 121 |
| sta | Final worst path period share | 96.65% |
| critical path | Endpoint of the worst-slack reg-to-reg timing path | pixel[2]$_SDFFE_PN0P_ |
| clock tree | Root Buffer Master | sky130_fd_sc_hd__clkbuf_8 |
| yosys | Summed instance area of the synthesized netlist | 982.2 um^2 |
| sta | Maximum clock frequency | 333.8 MHz |
| sta | Post-route minimum period | 2.996 ns |
| global routing | Number of global-route vias before repair | 1197 |
| yosys | Share of flip-flops with an asynchronous set or reset | 0% |
| clock tree | Clock transition at the register clock pins on the worst setup and hold paths after CTS | 0.03 ns |
| cells and area | Share of cells above drive strength 1 | 24.18% |
| job | Tool warnings | 26 |
| global routing | Largest net degree at the start of global routing | 6 |
| yosys | Top cell type by total area after synthesis | sky130_fd_sc_hd__ha_1 |
| critical path | Origin of the worst setup path | x[2] |
| cells and area | Core utilization of the finished layout | 42.00% |
-- cells in the final DEF (no fill, tap or decap), drive strengths merged, types with 2 or more instances in the layout --
cell / instances
nand2: 5
a211o: 3
o21ai: 2
inv: 14
nor4: 3
a21oi: 7
dfxtp: 2
or4: 3
ha: 30
nand4: 4
clkdlybuf4s50: 31
o21a: 2
and4: 2
xor2: 4
nor2: 6
nor3b: 2
buf: 25
nor2b: 2
nand3: 6
a21o: 3
xnor2: 2
conb: 2
clkbuf: 3
-- cell type report --
cell class                      instances  area (um^2)  area share, %
Timing Repair Buffer                   59        540.5          31.72
Sequential cell                         2        40.04          2.349
Tap cell                               50        62.56          3.671
Multi-Input combinational cell        104        962.2          56.46
Inverter                               14        57.56          3.377
Clock buffer                            3        41.29          2.423
-- power by group --
group          internal, mW  switching, mW
logic                 0.119         0.0907
clock network        0.0821         0.0203
registers            0.0260    0.000000123
total                 0.228          0.111
-- routing by layer --
metal  routed length, um  up-vias  track usage, %
met5                   0        -               0
met4                   0        0          0.5988
met3                 194        0           2.216
met2                1375       35           13.76
met1                1486      492           11.05
li1                    -      581               -
-- worst min-delay path by stage --
stage                      from  depth (start not counted)                    end
4_1_cts   pixel[1]$_SDFFE_PN0P_                          1  pixel[1]$_SDFFE_PN0P_
5_1_grt   pixel[1]$_SDFFE_PN0P_                          1  pixel[1]$_SDFFE_PN0P_
6_report  pixel[1]$_SDFFE_PN0P_                          1  pixel[1]$_SDFFE_PN0P_
-- what timing repair did --
action | in CTS | in global routing
pin swaps | 14 | 8
setup buffers | 2 | 1
gates resized | 15 | 16
endpoints found under the setup margin | 1 | 1
-- through the flow --
stage,std cells,instance area (um^2),setup TNS (ns),power [mW]
6_report,232,1704,0,0.3385
5_1_grt,232,1704,-0.06977,0.3742
4_1_cts,231,1635,0,0.3323
3_5_place_dp,226,1554,-0.4463,0.2219
3_3_place_gp,226,1554,-0.4068,0.2214
2_1_floorplan,122,996.0,0,0.1220
-- cell usage after synthesis, types with 3 or more instances --
cell type	number
sky130_fd_sc_hd__a211o_1	3
sky130_fd_sc_hd__nand3_1	6
sky130_fd_sc_hd__xor2_1	4
sky130_fd_sc_hd__inv_1	14
sky130_fd_sc_hd__nand4_1	4
sky130_fd_sc_hd__nor2_1	6
sky130_fd_sc_hd__a21o_1	3
sky130_fd_sc_hd__nand2_1	5
sky130_fd_sc_hd__ha_1	30
sky130_fd_sc_hd__a21oi_1	7
-- logic make-up (layout without fill, tap and decap cells) --
kind of cell | Yosys count | in the layout | synth area share (%)
fa+ha+maj | 30 | 30 | 38.22
compound gates | 28 | 28 | 20.89
other cells | 1 | 2 | 0.3818
simple gates | 38 | 38 | 24.20
xor+xnor | 6 | 6 | 5.350
flops | 2 | 2 | 4.077
buf+inv | 16 | 76 | 6.878
-- worst max-delay path, stage by stage --
cell                      delay, ns
sky130_fd_sc_hd__buf_8         0.10
sky130_fd_sc_hd__inv_4         0.05
sky130_fd_sc_hd__ha_4          0.12
sky130_fd_sc_hd__or3b_4        0.40
sky130_fd_sc_hd__nor3_2        0.19
sky130_fd_sc_hd__xor2_1        0.21
sky130_fd_sc_hd__buf_4         0.15
sky130_fd_sc_hd__ha_4          0.19
sky130_fd_sc_hd__a211o_1       0.30
sky130_fd_sc_hd__a21oi_2       0.11
sky130_fd_sc_hd__a31oi_1       0.08
sky130_fd_sc_hd__or4_1         0.42
sky130_fd_sc_hd__a41oi_2       0.18
Power figures rest on the tool's default switching activity, not on a simulated workload.
