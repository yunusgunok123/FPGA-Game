==> design/flow/design.v <==
module VGA_init(
    input wire CLK,              
    input wire RESET,              
    output wire hsync,            
    output wire vsync,            
	 output reg [9:0] hc = 0,		 
    output reg [9:0] vc = 0,		 
	 output wire is_blanking 		 
);
    parameter H_VISIBLE = 640;
    parameter H_FRONT_PORCH = 16;
    parameter H_SYNC_PULSE = 96;
    parameter H_BACK_PORCH = 48;
    parameter H_TOTAL = 800;
    parameter V_VISIBLE = 480;
    parameter V_FRONT_PORCH = 10;
    parameter V_SYNC_PULSE = 2;
    parameter V_BACK_PORCH = 33;
    parameter V_TOTAL = 525;
    always @(posedge CLK or posedge RESET) begin
        if (RESET) begin
            hc <= 0;
            vc <= 0;
        end else begin
            if (hc == H_TOTAL - 1) begin
                hc <= 0;
                if (vc == V_TOTAL - 1) begin
                    vc <= 0;
                end else begin
                    vc <= vc + 1;
                end
            end else begin
                hc <= hc + 1;
            end
        end
    end
    assign hsync = (hc >= H_VISIBLE + H_FRONT_PORCH && hc < H_VISIBLE + H_FRONT_PORCH + H_SYNC_PULSE) ? 0 : 1;
    assign vsync = (vc >= V_VISIBLE + V_FRONT_PORCH && vc < V_VISIBLE + V_FRONT_PORCH + V_SYNC_PULSE) ? 0 : 1;
	 assign is_blanking = ~(hc < H_VISIBLE && vc < V_VISIBLE);
endmodule
==> design/flow/run.sh <==
#!/bin/bash
# OpenROAD 26Q1-2900-gdf79404cd8, Yosys 0.63+post, stock flow scripts
make -C /OpenROAD-flow-scripts/flow DESIGN_CONFIG=/design/flow/config.mk WORK_HOME=/design/flow/orfs finish
==> design/flow/config.mk <==
export PLATFORM = sky130hd
export DESIGN_NAME = VGA_init
export DESIGN_NICKNAME = VGA_init
export VERILOG_FILES = /design/flow/design.v
export SDC_FILE = /design/flow/constraint.sdc
export NUM_CORES = 4
export LEC_CHECK = 1
export CORE_AREA = 10 10 109 109
export DIE_AREA = 0 0 119 119
==> design/flow/constraint.sdc <==
current_design VGA_init

set clk_period 3.1
set clk_io_pct 0.2

create_clock -name clk0 -period $clk_period [get_ports {CLK}]

set non_clock_inputs [all_inputs -no_clocks]
set_input_delay [expr $clk_period * $clk_io_pct] -clock clk0 $non_clock_inputs
set_output_delay [expr $clk_period * $clk_io_pct] -clock clk0 [all_outputs]
==> GITHUB_STEP_SUMMARY <==
## PnR job results

| Metric | Value |
|---|---|
| Initial Util | `0.109` |
| TritonCTS buffer count | `3` |
| Fin. max-slew vios | `0` |
| Root Buffer Master | `clkbuf_8` |
| Area fraction in mux cells | `0.0215` |
| Max transition margin | `0.475` |
| Setup CP Type | `reg -> reg` |
| Drt initial violations | `11` |
| Yosys chip area | `1050 um2` |
| Chip width | `119 um` |
| Setup TNS Final | `0 ns` |
| CTS tree | `built` |
| Synth Flop Type | `dfrtp_1` |
| GRT overflow | `0` |
| Via density | `3.26` |
| Area Overhead vs Synth | `42.2%` |
| Worst-margin pin slew | `0.786 ns` |
| Achievable Freq | `434 MHz` |
| Vias in the first global route | `862` |
| Layout fillers | `1,093` |
| Async set or reset register ratio after synthesis | `1.00` |
| Fin Hold WS | `0.518 ns` |
| Mean post-synth cell area | `10.2 um2` |
| CTS Buffer Depth | `2` |
| Tool warnings | `29` |
| H-Tree Depth | `1` |
| Compound Share, Synth | `0.0931` |
| Crit. End Element | `register` |
| IO Pins | `25` |
| # DRC | `0` |
| Seq share, synth | `0.477` |
| Clk Latency, worst-skew pair | `0.25 ns` |
| Static Leak | `0.000598 uW` |
| Startpoint types | `register` |
| CP max FO | `9` |
| Final Critical Period | `2.30 ns` |
| N_diodes | `0` |
| Wire per inst | `10.4 um` |
| Crit path DRT | `3.27 ns` |
| Logic family by area | `simple AND/OR/NAND/NOR gates` |
| Max Cap Viol | `0` |
| Endpoints failing hold | `0` |
| Arrival @ worst endpoint | `2.47 ns` |
| Synthesized cell area | `1050 um2` |
| Placeable core area | `9640 um2` |
| Die Size | `14,200 um2` |
| Cts repair resizes | `0` |
| RSZ-0062 raised after global routing | `false` |
| First-pass GRT wire length | `4440 um` |
| GPL Wtd Cong | `0.827` |
| Ys cells | `103` |
| Initial antenna violation count | `0` |
| Post-CTS setup buffer count | `0` |
| Die Height | `119 um` |
| Syn Inst Count | `103` |
| HP Class | `reg -> reg` |
| Fraction of layout cells with a size suffix above 1 | `0.0543` |
| Total track usage | `0.0371` |
| Detail Route Antenna Nets | `0` |
| Unique masters post-synth | `31` |
| Register-to-Register Path Depth | `5` |
| Largest net degree at the start of global routing | `21` |
| Final setup viols | `0` |
| Post-synth regs | `20` |
| Clock transition at the register clock pins on the worst setup and hold paths after CTS | `0.07 ns` |
| Yosys adder share | `0.0597` |
| Port bufs | `24` |
| Pwr dens | `290 nW/um2` |
| Clk sinks | `20` |
| Worst VDD drop | `87.0 uV` |
| Skew final | `0.00650 ns` |
| DRT Pass-1 Iters | `6` |
| Num rows | `36` |
| Vias post-DR | `853` |
| CTS Hold Bufs | `0` |
| Ys Warns | `1` |
| Hold path depth | `1` |
| EDFF count, synth | `0` |
| Basic Gates by Area | `0.242` |
| Fin crit share | `0.742` |
| Status | `finished, final reports clean` |
| Detailed placer's ending HPWL | `2150 um` |
| Xor/xnor share | `0.0835` |
| DRT Wirelength | `2740 um` |
==> where the power goes <==
part,switching [uW],internal (uW)
Combinational,5.17,1.16
Sequential,0,261
Clock,79.2,86.3
Total,84.3,348
==> metal layers <==
| layer | track usage | share of wire | vias to the layer above |
|---|---|---|---|
| met5 | 0 | 0 | - |
| li1 | - | - | 424 |
| met4 | 0.00687 | 0.015 | 0 |
| met3 | 0.00863 | 0.046 | 2 |
| met1 | 0.0434 | 0.41 | 412 |
| met2 | 0.0678 | 0.53 | 15 |
==> cell type report <==
class / instances / area, um2 / area share
well taps: 133 / 166 / 0.112
clock buffers: 3 / 41.3 / 0.0277
flip-flops and latches: 20 / 500 / 0.336
repair buffers: 24 / 240 / 0.161
multi-input cells: 77 / 524 / 0.352
inverters: 5 / 18.8 / 0.0126
==> cell usage after synthesis (3+ instances only) <==
master	number	share of area
dfrtp_1	20	0.48
o21ai_0	5	0.024
nand2_1	6	0.021
ha_1	5	0.060
nor4_1	3	0.018
and3_1	4	0.024
xnor2_1	3	0.025
nor2_1	7	0.025
inv_1	5	0.018
nor3_1	4	0.019
nand3_1	10	0.048
xor2_1	7	0.058
a22o_1	3	0.025
==> worst max-delay path, stage by stage, from the launching register on <==
cell and delay, ns:
dfrtp_1 0.44, ha_1 0.25, nand4_1 0.22, or3_1 0.58, or4_1 0.56, a22oi_1 0.17
==> cells by family after synthesis <==
| family | after synthesis |
|---|---|
| multiplexers | 2 |
| flip-flops | 20 |
| adder cells (fa/ha/maj) | 5 |
| AND-OR/OR-AND | 14 |
| AND/OR/NAND/NOR | 46 |
| XOR/XNOR | 10 |
| buffers and inverters | 6 |
==> layout by cell type (no fill, tap or decap), drive strengths merged, types with 3 or more instances in the layout <==
| cell | synthesis | layout |
|---|---|---|
| clkdlybuf4s50 | 0 | 24 |
| dfrtp | 20 | 20 |
| nand3 | 10 | 10 |
| nor2 | 7 | 7 |
| xor2 | 7 | 7 |
| nand2 | 6 | 6 |
| o21ai | 5 | 5 |
| inv | 5 | 5 |
| ha | 5 | 5 |
| nor3 | 4 | 4 |
| and3 | 4 | 4 |
| nor4 | 3 | 3 |
| a22o | 3 | 3 |
| xnor2 | 3 | 3 |
| clkbuf | 0 | 3 |
==> path summary, 6_finish.rpt <==
check / from / end / slack [ns]
worst max-delay path: hc[0]$_DFF_PP0_ / vc[9]$_DFFE_PP0N_ / 0.80
worst min-delay path: vc[7]$_DFFE_PP0N_ / vc[7]$_DFFE_PP0N_ / 0.52
worst max register to register: hc[0]$_DFF_PP0_ / vc[9]$_DFFE_PP0N_ / 0.80
worst min register to register: vc[7]$_DFFE_PP0N_ / vc[7]$_DFFE_PP0N_ / 0.52
max in group asynchronous: RESET / hc[9]$_DFF_PP0_ / 1.80
min in group asynchronous: RESET / vc[8]$_DFFE_PP0N_ / 0.81
==> state kept, by name, indices dropped and copies added, names as in the netlist <==
| register | flops |
|---|---|
| vc | 10 |
| hc | 10 |
==> stage by stage <==
step           setup WS (ns)   util  area, um2  instances  power, uW
2_1_floorplan           1.07      -       1050        103        270
3_3_place_gp           0.817  0.150       1450        259        273
3_5_place_dp           0.847  0.150       1450        259        273
4_1_cts                0.797  0.155       1490        262        439
5_1_grt                0.683  0.155       1490        262        445
6_report               0.798  0.155       1490        262        433
No activity file was given, so power comes from the tool's default toggle rates.
